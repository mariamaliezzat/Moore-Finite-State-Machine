==> /design/flow/design.v <==
    module FSM (
                   input                           Activate         ,
                   input                           Up_Max           ,
                   input                           Dn_Max           ,
                   input                           clk              ,
                   input                           rst              ,
                   output           reg            UP_M             ,
                   output           reg            DN_M             
    );
    localparam [1:0] IDLE               =          2'b00 ;
    localparam [1:0] Mv_Up              =          2'b01 ;
    localparam [1:0] Mv_Dn              =          2'b10 ;
    reg [1:0] current_state        ;            
    reg [1:0] next_state           ;
    always @(posedge clk,negedge rst ) begin
        if ((rst==1'b0)) begin
            current_state <= IDLE       ;
        end else begin
            current_state <= next_state ;
        end   
    end    
    always @(Activate or Up_Max or Dn_Max) begin
        case (current_state)
           IDLE :   begin
               if (Activate==1'b0) begin
                   next_state          = IDLE     ;
                   UP_M                = 1'b0     ;
                   DN_M                = 1'b0     ;
               end else if (Dn_Max==1'b1) begin
                   next_state          = Mv_Up    ;
                   UP_M                = 1'b1     ;
                   DN_M                = 1'b0     ;
               end else if (Up_Max==1'b1) begin
                   next_state          = Mv_Dn    ;
                   DN_M                = 1'b1     ;
                   UP_M                = 1'b0     ;
               end else begin
                   next_state          = IDLE     ;
                   UP_M                = 1'b0     ;
                   DN_M                = 1'b0     ;
               end 
               end
           Mv_Dn :   begin
               if ((Dn_Max==1'b0) && (Activate==1'b1)) begin
                   next_state          = Mv_Dn    ;
                   DN_M                = 1'b1     ;
                   UP_M                = 1'b0     ;
               end 
               else begin
                   next_state          = IDLE     ;
                   UP_M                = 1'b0     ;
                   DN_M                = 1'b0     ;
               end
               end  
           Mv_Up :   begin
               if ((Up_Max==1'b0) && (Activate==1'b1)) begin
                   next_state          = Mv_Up    ;
                   UP_M                = 1'b1     ;
                   DN_M                = 1'b0     ;
               end else begin
                   next_state          = IDLE     ;
                   UP_M                = 1'b0     ;
                   DN_M                = 1'b0     ;
               end
               end     
            default: begin
                next_state             = IDLE     ;
                UP_M                   = 1'b0     ;
                DN_M                   = 1'b0     ;
            end
        endcase
    end        
    endmodule
==> /design/flow/run.sh <==
#!/bin/bash
# OpenROAD 26Q1-2900-gdf79404cd8, Yosys 0.63+post, stock flow scripts
make -C /OpenROAD-flow-scripts/flow DESIGN_CONFIG=/design/flow/config.mk WORK_HOME=/design/flow/orfs finish
==> /design/flow/config.mk <==
export PLATFORM = sky130hd
export DESIGN_NAME = FSM
export DESIGN_NICKNAME = FSM
export VERILOG_FILES = /design/flow/design.v
export SDC_FILE = /design/flow/constraint.sdc
export NUM_CORES = 4
export LEC_CHECK = 1
export CORE_AREA = 10 10 70 70
export DIE_AREA = 0 0 80 80
==> /design/flow/constraint.sdc <==
current_design FSM

set clk_period 1.3
set clk_io_pct 0.2

create_clock -name clk0 -period $clk_period [get_ports {clk}]

set non_clock_inputs [all_inputs -no_clocks]
set_input_delay [expr $clk_period * $clk_io_pct] -clock clk0 $non_clock_inputs
set_output_delay [expr $clk_period * $clk_io_pct] -clock clk0 [all_outputs]
==> impl_metrics.tcl <==
# flow metrics
set metrics [dict create \
    fillerInstances 407 \
    violations "negative setup slack" \
    drtIter0Drc 5 \
    clkTransAtPathRegs_ns 0.04 \
    synthMuxAreaShare_pct 0 \
    grt_pass1_vias 234 \
    antenna_found_initial 0 \
    post_drt_wl_per_cell_microns 7.32 \
    regMostFlops "current_state" \
    finalSetupViolCount 3 \
    synth-simple-area-share_pct 26.1 \
    status "finished, violations left" \
    pre_cts_ws_ns -0.532 \
    path_class "reg -> out" \
    max_slew_margin_pct 86.1 \
    hold_class "in -> async" \
    maxCapViolCount 0 \
    p_clk_share_pct 57.6 \
    first_pass_iters 3 \
    fin_crit_ns 1.42 \
    vias_per_cell 2.35 \
    pwr-share-seq_pct 33.7 \
    crit_required_ns 1.04 \
    crit_arrival_ns 1.16 \
    total_power_mw 0.280 \
    drc 0 \
    fp_util_pct 4.36 \
    ys_seq_share_pct 51.3 \
    port_buffers 6 \
    final_cell_mix "7 x buf_4, 3 x clkbuf_4" \
    top_regs "current_state (3)" \
    syn2layout_area_growth_pct 146 \
    r2r_setup_slack_ns -0.02 \
    worstReg2RegEnd "current_state[0]" \
    grt_pass1_wl_microns 972 \
    ys_cells 14 \
    fin_skew_ns 0.000355 \
    ios 7 \
    endpoint_kind "primary output" \
    overflow 0 \
    layout_setup_ws_ns -0.122 \
    setup_tns_ns -0.229 \
    max-vdd-ir-drop_uv 99.1 \
    cts-buffers-inserted 3 \
    clk_latency_ns 0.23 \
    yosys_warnings 1 \
    cts_tree "done" \
    holdBufCountCts 0 \
    rr_startpoint "current_state[0]" \
    aoi_share_pct 22.7 \
    synth-adder-area-share_pct 0 \
    diodes 0 \
    grt_max_degree 5 \
    syn_area_sq_um 149 \
    clock.fmax_mhz 703 \
    drive_gt1_share_pct 56.3 \
    synthDistinctLibCells 11 \
    pwr-share-comb_pct 8.8 \
    lay_top_count "buf_4" \
    worst_pin_slew_ns 0.208 \
    reg2reg_depth 4 \
    core_sq_mm 0.00342 \
    worstPathCellList "buf_6 > a21oi_4 > nor3b_2 > buf_2" \
    avgSynthCellArea_sq_um 10.6 \
    warnings 27 \
    clockBufferDepth 2 \
    p_per_area_mw_per_mm2 762 \
    routed_wl_microns 571 \
    dieWidth_microns 80 \
    place_congestion 0.708 \
    ys.flops 3 \
    fp.dieArea_sq_mm 0.00640 \
    cts-htree-levels 1 \
    slowest_delay_ns 0.53 \
    cell_internal_pwr_mw 0.224 \
    p_leak_nw 0.141 \
    die_y_microns 80 \
    cp_num_buf_inv 2 \
    rsz0062_at_grt "true" \
    slowest_stage "dfstp_2" \
    logic_family "simple AND/OR/NAND/NOR gates" \
    postLayoutCoreUtil_pct 10.7 \
    switchingPower_mw 0.0558 \
    rows 21 \
    swShare_pct 20.0 \
    vias 183 \
    track_usage_pct 1.94 \
    ant_nets 0 \
    critPathTopFamily "flip-flops" \
    startpoint_type "flip-flop" \
    largest_reg_flops 3 \
    postSynthCellCount 14 \
    worstPathMaxFanout 2 \
    synth-xor-area-share_pct 0 \
    clock-sinks 3 \
    cts-root-buf "clkbuf_4" \
    finalCritPeriodShare_pct 109 \
    synth_chip_area_sq_um 149 \
    drv_slew 0 \
    hold_viol_final 0 \
]
metal layers:
layer  vias to the layer above  part of all wire (%)  GRT usage (%)
li1                         89                     -              -
met1                        85                    42           2.12
met2                         9                    40           2.33
met3                         0                    18           2.16
met4                         0                     0          0.704
met5                         -                     0              0
power groups by stage:
stage / combinational [mW] / clock, mW / sequential, mW
after CTS: 0.0235 / 0.173 / 0.0940
after global routing: 0.0270 / 0.174 / 0.0940
final: 0.0245 / 0.161 / 0.0941
cells in the mapped netlist:
cell      number  area [sq um]
a21oi_1        1          5.00
nor3_1         1          5.00
or3b_1         1          8.76
a21boi_0       2          15.0
dfrtp_1        2          50.1
nand2_1        1          3.75
a22oi_1        1          7.51
nand2b_1       1          6.26
a31oi_1        1          6.26
nor3b_1        2          15.0
dfstp_2        1          26.3
timing repair:
item | 4_1_cts | 5_1_grt
pin swaps | 3 | 1
setup buffers | 3 | 0
setup endpoints to repair | 2 | 3
resized | 13 | 2
per-stage QoR:
step                std cells  hold slack, ns  cell area [sq um]
CTS                        78           0.213                355
detailed placement         71           0.465                304
finish                     78           0.224                367
global placement           71           0.463                304
global route               78           0.228                367
floorplan                  14         -0.0356                149
how the worst max path moves through the flow:
stage                 from  endpoint  slack, ns  cells after the start
6_report  current_state[0]      DN_M      -0.12                      4
5_1_grt   current_state[0]      DN_M      -0.18                      4
4_1_cts   current_state[0]      DN_M      -0.15                      4
kinds of logic (layout without fill, tap and decap cells):
| kind of cell | Yosys count | count (layout) |
|---|---|---|
| flip-flops | 3 | 3 |
| AND-OR/OR-AND | 5 | 5 |
| AND/OR/NAND/NOR | 6 | 6 |
| buffers and inverters | 0 | 18 |
area by class of cell:
type | instances | area, sq um | area share, %
clock buffers | 4 | 26.3 | 7.17
multi-input cells | 11 | 95.1 | 25.9
flip-flops and latches | 3 | 76.3 | 20.8
well taps | 46 | 57.6 | 15.7
repair buffers | 14 | 111 | 30.4
No activity file was given, so power comes from the tool's default toggle rates.
